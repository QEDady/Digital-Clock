==> ./design.v <==
module clockDivider #(parameter n=50000000)(
input clk, reset,
output reg clk_out
    );
reg [31:0] count;
always @ (posedge clk, posedge reset) begin
    if(reset == 1'b1)
        count<= 32'b0;
    else if(count == n-1)
        count<= 32'b0;
    else
        count<=count+1;
end
always @ (posedge clk, posedge reset) begin
    if(reset == 1'b1)
       clk_out<= 1'b0;
   else if(count == n-1)
       clk_out<= ~clk_out;
   else
       clk_out<=clk_out;
end
endmodule
==> ./run.sh <==
#!/bin/bash
# OpenROAD 26Q1-2900-gdf79404cd8, Yosys 0.63+post, stock flow scripts
make -C /OpenROAD-flow-scripts/flow DESIGN_CONFIG=/design/flow/config.mk WORK_HOME=/design/flow/orfs finish
==> ./config.mk <==
export PLATFORM = sky130hd
export DESIGN_NAME = clockDivider
export DESIGN_NICKNAME = clockDivider
export VERILOG_FILES = /design/flow/design.v
export SDC_FILE = /design/flow/constraint.sdc
export NUM_CORES = 4
export LEC_CHECK = 1
export CORE_UTILIZATION = 30
==> ./constraint.sdc <==
current_design clockDivider

set clk_period 6.2
set clk_io_pct 0.2

create_clock -name clk0 -period $clk_period [get_ports {clk}]

set non_clock_inputs [all_inputs -no_clocks]
set_input_delay [expr $clk_period * $clk_io_pct] -clock clk0 $non_clock_inputs
set_output_delay [expr $clk_period * $clk_io_pct] -clock clk0 [all_outputs]
==> metrics.cfg <==
[run_status]
status = finished, final reports clean

[placement]
hpwlAfterDp_um = 2190
gp_congestion = 0.827
portBuffers = 2

[global_routing]
grt_use_met3 = 0.0278
grt_start_max_net_pins = 34
gr-total-overflow = 0
grt_pass1_wl_um = 5650
grt_use_met1 = 0.198
use_met2 = 0.170
grt_most_used_layer = met1
grt_pass1_vias = 1142
antenna_found_initial = 0
grt_usage = 0.121

[clock_network]
cts_buffers = 5
hold_buffers = 0
cts_buffer_depth = 2
ctsHtreeMaxLevel = 2
clock_latency_ns = 0.28
cts_setup_buffers = 0
cts_tree = built
clk_pin_slew_ns = 0.06
cts_resized = 0
cts_sinks = 33
cts_root_buf = clkbuf_8

[detailed_routing]
num_antenna_cells = 0
viasPerCell = 4.88
wire_per_inst_um = 13.2
antenna_left = 0
dr.pass1.iters = 4
first_iter_violations = 56
drc = 0
vias = 1176
drt-total-wl_um = 3180

[logic_synthesis]
ys_cells = 163
fa_ha_area_frac = 0.00738
synth_top_area_share = 0.487
ys_ff = 33
synthCells = 163
synth_area_per_cell_um2 = 10.4
synthAoiAreaFrac = 0.0199
top_area_cell = dfrtp_1
syn-cell-area_um2 = 1700
xor_area_frac = 0.145
synthTopLogicFamily = simple AND/OR/NAND/NOR gates
yosysSeqAreaShare = 0.487
ys_warn_count = 1
yosys.cell_types.count = 33
synthTopCellsByArea = dfrtp_1, xnor2_1, xor2_1, nand3_1, nor2_1
synthMuxAreaShare = 0
ys_chip_area_um2 = 1700
yosys.area_share.simple = 0.321

[hold_path]
hp-class = flip-flop to flip-flop

[sta]
rsz0062_at_grt = false
fin_crit_ns = 2.34
hold_viol = 0
hold_slack_ns = 0.470
tns_ns = 0
worst_slew_pin_slew_ns = 0.629
relSlewSlack = 0.577
slew_violations = 0
skew_ns = 0.00437
fmax_mhz = 427
setup-violations-final = 0
period_used_share = 0.378

[cells_and_area]
layout_top_cell = dfrtp_1
fill_cells = 575
area_growth_pct = 10.7
mostFrequentLayoutCells = dfrtp_1, nor2_1, nand3_1, xnor2_1, xor2_1
drive_above_1_share = 0.107

[flow_run]
warnings = 25
maxCapViolCount = 0

[critical_path]
critPathLaunchType = flip-flop
cpPeakStageDelay_ns = 0.47
critPathKind = flip-flop to output port
cp_cell_sequence = clkdlybuf4s50_1
cp_max_fo = 2
end_kind = output port
crit_buf_inv = 1
crit_required_ns = 4.96
critPathTopFamily = buffers and inverters
cpMaxStageDelayCell = clkdlybuf4s50_1
worstPathArrival_ns = 1.10

[floorplan]
fp-utilization = 0.310
io_pins = 3
die_area_um2 = 5960
coreArea_um2 = 5470
rows = 27
die_w_um = 77.2
die_h_um = 77.2

[power]
ir_drop_v = 0.000136
power_density_nw_per_um2 = 202
p_leak_nw = 0.813

## metal layers
metal  part of all wire  wire, um
met5                  0         0
met4              0.014        43
met3              0.051       163
met2               0.42      1350
met1               0.51      1620
## state kept, by name, indices dropped and copies added (netlist names)
register	count
clk_out	1
count	32
## final cells by class
cell class | instances | area [um2] | share of cell area
Clock buffer | 7 | 86.3 | 0.0460
Multi-Input combinational cell | 123 | 836 | 0.445
Tap cell | 72 | 90.1 | 0.0480
Timing Repair Buffer | 3 | 27.5 | 0.0147
Inverter | 3 | 11.3 | 0.00600
Sequential cell | 33 | 826 | 0.440
## per-stage QoR
stage / setup slack (ns) / cell area (um2) / std cells / utilization / power, mW
floorplan: 4.24 / 1700 / 163 / - / 0.222
detailed placement: 4.02 / 1790 / 234 / 0.327 / 0.225
finish: 3.86 / 1880 / 241 / 0.343 / 0.380
CTS: 3.84 / 1880 / 241 / 0.343 / 0.386
global placement: 4.05 / 1790 / 234 / 0.327 / 0.225
global route: 3.81 / 1880 / 241 / 0.343 / 0.397
## final timing paths
kind	start	to	slack [ns]	depth (start not counted)
min in group asynchronous	reset	count[31]$_DFF_PP0_	1.36	3
max reg2reg	count[10]$_DFF_PP0_	clk_out$_DFFE_PP0N_	4.01	4
max	clk_out$_DFFE_PP0N_	clk_out	3.86	1
min	clk_out$_DFFE_PP0N_	clk_out$_DFFE_PP0N_	0.47	1
min reg2reg	clk_out$_DFFE_PP0N_	clk_out$_DFFE_PP0N_	0.47	1
max in group asynchronous	reset	count[18]$_DFF_PP0_	4.54	3
## where the power goes
part	switching, mW	internal [mW]
Sequential	0	0.215
Clock	0.0714	0.0879
Combinational	0.00415	0.00101
Total	0.0756	0.304
## cells in the mapped netlist (all sizes together)
cell type	instances
nand2b	1
xor2	14
nor3	8
nand4	11
a21oi	1
inv	3
nand3	18
o21ai	2
buf	2
nor2	17
dfrtp	33
or2	1
or3	3
clkbuf	2
nor4b	1
and3	3
a311o	1
xnor2	14
ha	1
nor4	7
nand2	12
a31o	1
nor2b	1
or4	4
and4	2
## cells by family after synthesis
logic type / count (synthesis)
AOI/OAI and AO/OA: 5
xor gates and xnor gates: 28
adders and majority gates: 1
and+or+nand+nor: 89
buffers and inverters: 7
DFF: 33
Power and IR drop assume default switching activity.
