==> design/flow/design.v <==
`timescale 1ns / 1ps
module  nBitCounter #(parameter n=3)(
input clk, 
reset, 
UpDown,
Inc,
output reg [n-1:0] count);
always @(posedge clk, posedge reset) begin
    if (reset ==1)
        count<=0;
    else
        if(UpDown ==0)
            if(Inc==1)
                count <= count+2;
            else
                count<=count+1;
        else
            if(Inc==1)
              count <= count-2;
           else
              count<=count-1;
end
endmodule
==> design/flow/run.sh <==
#!/bin/bash
# OpenROAD 26Q1-2900-gdf79404cd8, Yosys 0.63+post, stock flow scripts
make -C /OpenROAD-flow-scripts/flow DESIGN_CONFIG=/design/flow/config.mk WORK_HOME=/design/flow/orfs finish
==> design/flow/config.mk <==
export PLATFORM = sky130hd
export DESIGN_NAME = nBitCounter
export DESIGN_NICKNAME = nBitCounter
export VERILOG_FILES = /design/flow/design.v
export SDC_FILE = /design/flow/constraint.sdc
export NUM_CORES = 4
export LEC_CHECK = 1
export CORE_AREA = 10 10 70 70
export DIE_AREA = 0 0 80 80
==> design/flow/constraint.sdc <==
current_design nBitCounter

set clk_period 1.2
set clk_io_pct 0.2

create_clock -name clk0 -period $clk_period [get_ports {clk}]

set non_clock_inputs [all_inputs -no_clocks]
set_input_delay [expr $clk_period * $clk_io_pct] -clock clk0 $non_clock_inputs
set_output_delay [expr $clk_period * $clk_io_pct] -clock clk0 [all_outputs]
==> results.json <==
{
  "core.rowCount": 21,
  "max_slew_margin": 0.857,
  "timing.rr.end": "count[2]",
  "numCtsBuffers": 3,
  "power_frac_clock": 0.208,
  "worst_slew_pin_slew_ns": 0.209,
  "grt_use_total": 0.0185,
  "cp-end-kind": "flop",
  "reg2reg_depth": 5,
  "largest_reg_flops": 3,
  "die_area_mm2": 0.00640,
  "post-route-min-period_ns": 1.20,
  "synth_chip_area_um2": 175,
  "synth-seq-cells": 3,
  "r2r_setup_slack_ns": 0.0008,
  "hp-class": "input pin to asynchronous set/reset pin",
  "ys_cells": 16,
  "root_buffer": "clkbuf_4",
  "gp_congestion": 0.683,
  "p_comb_frac": 0.567,
  "cap_violations": 0,
  "diodes": 0,
  "crit_arrival_ns": 1.31,
  "ant_nets": 0,
  "fmax_mhz": 834,
  "placedCellCount": 69,
  "vdd_drop_max_v": 0.000397,
  "syn_inst": 16,
  "final_cell_mix": "clkbuf_4 (3), dfrtp_1 (3), clkdlybuf4s50_1 (3), dlygate4sd2_1 (3), buf_4 (3)",
  "drt-total-wl_um": 528,
  "ios": 7,
  "startpoint": "count[0]",
  "cts.clk_slew.worst_paths_ns": 0.04,
  "portBuffers": 6,
  "p_per_area_mw_per_mm2": 2270,
  "drtPass1Iterations": 2,
  "fin_tns_setup_ns": 0,
  "grt_setup_unrepaired": "true",
  "path_class": "flop to flop",
  "clock_sinks": 3,
  "synth_seq_share": 0.429,
  "grt_first_pass_wirelength_um": 883,
  "placed_area_um2": 300,
  "startpoint_type": "flop",
  "hold_slack_ns": 0.203,
  "status": "finished clean",
  "p_leak_nw": 0.160,
  "vias": 152,
  "clock_latency_ns": 0.23,
  "layout-drive-gt1-share": 0.387,
  "fp-utilization": 0.0513,
  "slew_viol_final": 0,
  "syn_area_per_cell_um2": 10.9,
  "fp.dieW_um": 80,
  "hold_viol_final": 0,
  "period_used_share": 0.999,
  "internal_power_uw": 573,
  "p_switching_uw": 283,
  "wire_per_inst_um": 6.86,
  "switching_share": 0.331,
  "finalNonFillerCells": 77,
  "drt_iter0_markers": 5,
  "area_growth_pct": 116,
  "synth_warnings": 1,
  "grt_pass1_vias": 175,
  "r2r-start": "count[0]",
  "grt_max_degree": 5,
  "clk_path_buf_depth": 2,
  "regMostFlops": "count",
  "warnings": 28,
  "cts_tree": "yes",
  "htree_num_levels": 1,
  "utilization": 0.111,
  "grt_antenna_before_repair": 0,
  "routed_via_density": 1.97,
  "synth_area_um2": 175,
  "drc": 0,
  "design.core.area_mm2": 0.00342,
  "pwr-share-seq": 0.225,
  "top_regs": "count: 3 flops",
  "finalInstanceArea_um2": 378,
  "synth_cell_type_count": 8,
  "crit_path_max_fanout": 3,
  "required_ns": 1.31,
  "die_height_um": 80,
  "final-setup-viol-count": 0,
  "overflow": 0,
  "fin_skew_ns": 0.00375
}
[layout make-up]
class | count | area, um^2
fillers | 393 | 3040
well taps | 46 | 57.6
multi-input cells | 10 | 104
repair buffers | 11 | 101
flip-flops and latches | 3 | 75.1
inverters | 3 | 13.8
clock buffers | 4 | 26.3
[power groups by stage]
| stage | combinational [mW] | clock [mW] | sequential, mW |
|---|---|---|---|
| after CTS | 0.379 | 0.189 | 0.185 |
| after global routing | 0.539 | 0.198 | 0.200 |
| final | 0.485 | 0.178 | 0.193 |
[repair_timing]
action / CTS / global route
cloned: 0 / 0
pin swaps: 0 / 3
hold buffers: 0 / 0
setup buffers: 3 / 1
endpoints found under the setup margin: 3 / 2
resized: 3 / 8
endpoints found under the hold margin: 0 / 0
[metrics by stage]
stage               power (mW)  setup WS, ns
finish                   0.856      0.000802
global route             0.937       -0.0701
CTS                      0.754       -0.0255
detailed placement       0.518        -0.167
global placement         0.503        -0.167
floorplan                0.355         0.137
[logic make-up (layout without fill, tap and decap cells)]
kind of cell | Yosys count | after routing | share of synthesized area
flip-flops | 3 | 3 | 0.429
AND/OR/NAND/NOR | 1 | 1 | 0.0214
AND-OR/OR-AND | 1 | 1 | 0.0285
buffers and inverters | 3 | 18 | 0.0643
multiplexers | 2 | 2 | 0.114
XOR/XNOR | 4 | 4 | 0.200
adder cells (fa/ha/maj) | 2 | 2 | 0.143
[worst max path at each step]
stage           to  slack [ns]
4_1_cts   count[2]       -0.03
5_1_grt   count[2]       -0.07
6_report  count[2]      0.0008
[cells in the mapped netlist]
library cell | count | area [um^2]
a21oi_1 | 1 | 5.00
dfrtp_1 | 3 | 75.1
ha_1 | 2 | 25.0
inv_1 | 3 | 11.3
mux2i_1 | 2 | 20.0
nor2_1 | 1 | 3.75
xnor2_1 | 2 | 17.5
xor2_1 | 2 | 17.5
[metal layers]
| metal | routed length, um | track usage | vias up |
|---|---|---|---|
| met3 | 112 | 0.0227 | 0 |
| met2 | 161 | 0.0152 | 7 |
| met5 | 0 | 0 | - |
| li1 | - | - | 79 |
| met4 | 0 | 0.00528 | 0 |
| met1 | 253 | 0.0253 | 66 |
[critical path: stages, from the launching register on]
cell and delay (ns):
dfrtp_1 0.39, buf_6 0.13, ha_2 0.16, mux2i_1 0.12, mux2i_1 0.11, xor2_1 0.18
Power and IR drop assume default switching activity.
