## design/flow/design.v

```verilog
module modNum #(parameter n=10, bits=4)(
input clk, reset, enable,
output reg [bits-1:0] count
    );
always @(posedge clk, posedge reset) begin
   if (reset ==1)
        count<=0;
    else begin
    if(enable ==1)begin
        if(count == n-1)
            count<=0;
        else
            count<=count+1;
        end
    else
        count<=count;
    end
end
endmodule
module secMinsCounter(
input clk, reset,
output  [2:0] m1, s1,
output  [3:0] m2, s2
    );
modNum #(10, 4) modS2(clk, reset, 1, s2);
modNum #(6, 3) modS1(clk, reset, s2==9, s1);
modNum #(10,4) modM2(clk, reset, s2==9 && s1==5,m2);
modNum #(6, 3) modM1(clk, reset, s2==9 && s1==5 && m2==9,m1);
endmodule
```

## design/flow/run.sh

```bash
#!/bin/bash
# OpenROAD 26Q1-2900-gdf79404cd8, Yosys 0.63+post, stock flow scripts
make -C /OpenROAD-flow-scripts/flow DESIGN_CONFIG=/design/flow/config.mk WORK_HOME=/design/flow/orfs finish
```

## design/flow/config.mk

```make
export PLATFORM = sky130hd
export DESIGN_NAME = secMinsCounter
export DESIGN_NICKNAME = secMinsCounter
export VERILOG_FILES = /design/flow/design.v
export SDC_FILE = /design/flow/constraint.sdc
export NUM_CORES = 4
export LEC_CHECK = 1
export CORE_AREA = 10 10 72 72
export DIE_AREA = 0 0 82 82
```

## design/flow/constraint.sdc

```tcl
current_design secMinsCounter

set clk_period 2.7
set clk_io_pct 0.2

create_clock -name clk0 -period $clk_period [get_ports {clk}]

set non_clock_inputs [all_inputs -no_clocks]
set_input_delay [expr $clk_period * $clk_io_pct] -clock clk0 $non_clock_inputs
set_output_delay [expr $clk_period * $clk_io_pct] -clock clk0 [all_outputs]
```

==> results.toml <==
# physical design summary
[worst_setup_path]
crit_buf_inv = 1
critPathKind = "reg2out"
critPathMaxStageDelay_ns = 0.53
cp_top_family = "buffers and inverters"
end_kind = "output pin"
cp_max_fo = 7
crit_path_top_delay_cell = "clkdlybuf4s50_1"
required_ns = 2.16
cp-start-kind = "register"
arrival_ns = 1.26
path_cells = "clkdlybuf4s50_1"

[global_routing]
grt_max_degree = 15
grt_pass1_vias = 504
grt_pass1_wl_um = 2270
gr-total-overflow = 0
grt_antenna_before_repair = 0
grt_use_total = 0.0420

[synth]
ys_seq_frac = 0.508
ys_area_um2 = 689
syn_area_um2 = 689
synthTopCellsByArea = "dfrtp_1 51%, mux2_2 6.5%, nand4bb_4 4.0%"
edf_count = 0
netlist_instances = 59
synth-async-reset-ratio = 1.00
yosys_warnings = 3
netlist.area_leader.share = 0.508
synth-seq-cells = 14
common_cells = "14 x dfrtp_1, 5 x inv_1, 4 x mux2_2, 4 x nand2_1, 4 x o21ai_0"
synth_cell_type_count = 24
synth_area_leader_cell = "dfrtp_1"
yosys_cells = 59
synthFlopType = "dfrtp_1"
syn_avg_cell_area_um2 = 11.7
synth.most_common_cell = "dfrtp_1"

[cts]
clk_path_buf_depth = 2
postCtsSetupRepairBufs = 0
clock_latency_ns = 0.24
clockRootBuffer = "clkbuf_8"
cts_tree = "yes"
clk_pin_slew_ns = 0.06
cts_buffers = 3
cts_sinks = 14
htreeDepth = 1
cts_resized = 0
hold_buffers = 0

[routing]
via_count = 483
drt_first_pass_iters = 3
post-route-drc-count = 0
wirelength_um = 1420
ant_nets = 0
n_antenna_cell = 0
drtIter0Drc = 25
vias_per_cell = 3.86
wl_per_cell_um = 11.4

[flow_run]
warnings = 25
max_cap_viol_count = 0

[floorplan]
die_x_um = 82
num_rows = 22
die_area_um2 = 6720
die_y_um = 82
fp_util = 0.187
io_pins = 16
coreArea_um2 = 3690

[sta]
worst_pin_slew_ns = 0.555
min_period_ns = 1.80
slew_viol_final = 0
post-route-period-util = 0.667
rsz0062_at_grt = "no"
final-setup-viol-count = 0
slew-limit-headroom = 0.630
fmax_mhz = 556
holdWs_ns = 0.489
fin_setup_tns_ns = 0
finClkSkew_ns = 0.00314
setup_slack_ns = 0.900
hold_viol_final = 0

[power_and_ir_drop]
finalPower_w = 0.000416
ir_drop_v = 0.000407
leakage_nw = 0.399
p_per_area_nw_per_um2 = 440

[placed_design]
placedCellCount = 121
dp_slack_ns = 1.08
gp_congestion = 0.783
port_buffers = 15
hpwl_um = 1070

[cells_and_area]
layout-drive-gt1-share = 0.143
area_growth_pct = 36.8
fin_cells = 125

[hold_path]
hold_class = "reg2reg"

[run_status]
status = "complete, no violations"
==> area by class of cell <==
type / instances / area, um^2
Timing Repair Buffer: 15 / 150
Inverter: 5 / 18.8
Multi-Input combinational cell: 39 / 309
Sequential cell: 14 / 350
Tap cell: 48 / 60.1
Fill cell: 396 / 2750
Clock buffer: 4 / 55.1
==> state kept, by name, indices dropped and copies added (netlist names) <==
name and flops:
modM2.count 4, modS2.count 4, modS1.count 3, modM1.count 3
==> path summary, 6_finish.rpt <==
check | start | cells past startpoint | slack (ns) | end
max | modS2.count[0]$_DFF_PP0_ | 1 | 0.90 | s2[0]
min | modM1.count[0]$_DFFE_PP0P_ | 1 | 0.49 | modM1.count[0]$_DFFE_PP0P_
max reg2reg | modM2.count[1]$_DFFE_PP0P_ | 3 | 1.07 | modM1.count[2]$_DFFE_PP0P_
min reg2reg | modM1.count[0]$_DFFE_PP0P_ | 1 | 0.49 | modM1.count[0]$_DFFE_PP0P_
max in group asynchronous | reset | 2 | 1.68 | modS1.count[1]$_DFFE_PP0N_
min in group asynchronous | reset | 2 | 0.65 | modM1.count[2]$_DFFE_PP0P_
==> cells by family (layout without fill, tap and decap cells) <==
kind of cell | count (synthesis) | in the layout | synth area share
AND/OR/NAND/NOR | 21 | 21 | 0.229
buffers and inverters | 6 | 24 | 0.0436
flip-flops | 14 | 14 | 0.508
multiplexers | 5 | 5 | 0.0799
AND-OR/OR-AND | 8 | 8 | 0.0762
XOR/XNOR | 5 | 5 | 0.0635
==> metal layers <==
metal / routed length [um] / global-route usage
met2: 552 / 0.0556
met1: 692 / 0.0581
met4: 5 / 0.00170
met3: 172 / 0.0286
met5: 0 / 0
==> cell usage in the layout, fill, tap and decap left out, drive strengths merged, types with 2 or more instances in the layout <==
cell type	instances
xnor2	2
clkdlybuf4s50	15
o21ai	4
dfrtp	14
clkbuf	4
mux2	4
nor3	3
xor2	3
nand2	4
nor2	3
nor2b	2
nand3b	2
inv	5
==> power breakdown <==
part            total [W]  internal [W]  switching, W
Clock            0.000200      0.000129     0.0000711
Combinational  0.00000561    0.00000135    0.00000426
Sequential       0.000210      0.000210             0
Total            0.000416      0.000340     0.0000753
==> metrics by stage <==
| step | utilization | instance area [um^2] |
|---|---|---|
| 6_report | 0.256 | 943 |
| 5_1_grt | 0.256 | 943 |
| 4_1_cts | 0.256 | 943 |
| 3_5_place_dp | 0.241 | 888 |
| 3_3_place_gp | 0.241 | 888 |
| 2_1_floorplan | - | 689 |
Power is estimated from default activity; no workload was simulated.
